**/design/flow/run.sh**
```bash
#!/bin/bash
# OpenROAD 26Q1-2900-gdf79404cd8, Yosys 0.63+post, stock flow scripts
make -C /OpenROAD-flow-scripts/flow DESIGN_CONFIG=/design/flow/config.mk WORK_HOME=/design/flow/orfs finish
```
**/design/flow/config.mk**
```make
export PLATFORM = sky130hd
export DESIGN_NAME = okAXI4LiteInterface
export DESIGN_NICKNAME = okAXI4LiteInterface
export VERILOG_FILES = /design/flow/design.v
export SDC_FILE = /design/flow/constraint.sdc
export NUM_CORES = 4
export LEC_CHECK = 1
export CORE_UTILIZATION = 50
```
**/design/flow/design.v**
```verilog
`timescale 1ns / 1ps
module okAXI4LiteInterface
# (
    parameter   ADDR_WIDTH                  = 12,
                DATA_WIDTH                  = 32
) (
    (* X_INTERFACE_PARAMETER = "FREQ_HZ 100800000" *)
    input   wire                    okClkIn,
    (* X_INTERFACE_INFO = "opalkelly.com:interface:btpipein:1.0 btpipein_DATA EP_DATAOUT" *)
    input   wire [31:0]             EP_DATAOUT,
    (* X_INTERFACE_INFO = "opalkelly.com:interface:btpipein:1.0 btpipein_DATA EP_READY" *)
    output  reg                     EP_READY,
    (* X_INTERFACE_INFO = "opalkelly.com:interface:btpipein:1.0 btpipein_DATA EP_WRITE" *)
    input   wire                    EP_WRITE,
    (* X_INTERFACE_INFO = "opalkelly.com:interface:wireout:1.0 wireout_READDATA EP_DATAIN" *)
    output  reg [31:0]              EP_DATAIN_WIREOUT = 32'd0,
    (* X_INTERFACE_PARAMETER = "FREQ_HZ 100800000" *)
    output  wire                    m_axi_aclk,
    output  reg                     m_axi_aresetn   = 1'b1,
    (* X_INTERFACE_INFO = "xilinx.com:interface:aximm:1.0 m_axi AWADDR" *)
    output  reg [ADDR_WIDTH-1:0]    m_axi_awaddr    = {ADDR_WIDTH{1'b0}},    
    (* X_INTERFACE_INFO = "xilinx.com:interface:aximm:1.0 m_axi AWVALID" *)
    output  reg                     m_axi_awvalid   = 1'b0,                  
    (* X_INTERFACE_INFO = "xilinx.com:interface:aximm:1.0 m_axi AWREADY" *)
    input   wire                    m_axi_awready,                           
    (* X_INTERFACE_INFO = "xilinx.com:interface:aximm:1.0 m_axi WDATA" *)
    output  reg [DATA_WIDTH-1:0]    m_axi_wdata     = {DATA_WIDTH{1'b0}},    
    (* X_INTERFACE_INFO = "xilinx.com:interface:aximm:1.0 m_axi WSTRB" *)
    output  wire  [DATA_WIDTH/8-1:0] m_axi_wstrb,                            
    (* X_INTERFACE_INFO = "xilinx.com:interface:aximm:1.0 m_axi WVALID" *)
    output  reg                     m_axi_wvalid    = 1'b0,                  
    (* X_INTERFACE_INFO = "xilinx.com:interface:aximm:1.0 m_axi WREADY" *)
    input   wire                    m_axi_wready,                            
    (* X_INTERFACE_INFO = "xilinx.com:interface:aximm:1.0 m_axi BRESP" *)
    input   wire [1:0]              m_axi_bresp,                             
    (* X_INTERFACE_INFO = "xilinx.com:interface:aximm:1.0 m_axi BVALID" *)
    input   wire                    m_axi_bvalid,                            
    (* X_INTERFACE_INFO = "xilinx.com:interface:aximm:1.0 m_axi BREADY" *)
    output  reg                     m_axi_bready    = 1'b0,                  
    (* X_INTERFACE_INFO = "xilinx.com:interface:aximm:1.0 m_axi ARADDR" *)
    output  reg [ADDR_WIDTH-1:0]    m_axi_araddr    = 1'b0,                  
    (* X_INTERFACE_INFO = "xilinx.com:interface:aximm:1.0 m_axi ARVALID" *)
    output  reg                     m_axi_arvalid   = 1'b0,                  
    (* X_INTERFACE_INFO = "xilinx.com:interface:aximm:1.0 m_axi ARREADY" *)
    input   wire                    m_axi_arready,                           
    (* X_INTERFACE_INFO = "xilinx.com:interface:aximm:1.0 m_axi RDATA" *)
    input   wire [DATA_WIDTH-1:0]   m_axi_rdata,                             
    (* X_INTERFACE_INFO = "xilinx.com:interface:aximm:1.0 m_axi RRESP" *)
    input   wire [1:0]              m_axi_rresp,                             
    (* X_INTERFACE_INFO = "xilinx.com:interface:aximm:1.0 m_axi RVALID" *)
    input   wire                    m_axi_rvalid,                            
    (* X_INTERFACE_INFO = "xilinx.com:interface:aximm:1.0 m_axi RREADY" *)
    output  reg                     m_axi_rready    = 1'b0,                   
    output  wire                    activity_mon
);
assign      activity_mon    = m_axi_wvalid | ~m_axi_aresetn;
assign      m_axi_aclk      = okClkIn;
localparam  WORD_LENGTH     = 32;
localparam  STATE_IDLE = 0,
            STATE_RESET = 1,
            STATE_AXI_RXTX = 2;
localparam  MAX_RX_WORDS_FROM_OK = 4,
            CLOCK_CYCLES_AXI_RESET = 21;  
reg [3:0] state = STATE_IDLE;
reg [3:0] next_state = STATE_IDLE;
reg     [$clog2(MAX_RX_WORDS_FROM_OK):0]      counter_rx_from_ok;
reg     [$clog2(CLOCK_CYCLES_AXI_RESET):0]    counter_resetting;
reg reset_flag          = 0,
    read_flag           = 0,
    write_flag          = 0,
    write_response_flag = 0,
    read_address_flag   = 0;
assign m_axi_wstrb = m_axi_wvalid ? {DATA_WIDTH{1'b1}} : {DATA_WIDTH{1'b0}};
localparam  reset_index = 0,
            write_index = 1,
            read_index  = 2;
always @(*)
begin
    case (state)
        STATE_IDLE:
        begin
            if (counter_rx_from_ok == MAX_RX_WORDS_FROM_OK)
            begin
                if (reset_flag)
                    next_state = STATE_RESET;
                else if (write_flag | read_flag)
                    next_state = STATE_AXI_RXTX;
                else
                    next_state = STATE_IDLE;
            end
            else
                next_state = state;
        end
        STATE_RESET:
        begin
            if (counter_resetting == CLOCK_CYCLES_AXI_RESET)
            begin
                if (write_flag | read_flag)
                    next_state = STATE_AXI_RXTX;
                else
                    next_state = STATE_IDLE;
            end
            else
                next_state = state;
        end
        STATE_AXI_RXTX:
        begin
            if (~write_flag & ~write_response_flag & ~read_flag)
                next_state = STATE_IDLE;
            else
                next_state = state;
        end
        default:
        begin
            next_state = STATE_IDLE;
        end
    endcase
end
always @(posedge okClkIn)
begin
    state <= next_state;
end
always @(posedge okClkIn)
begin
    case (state)
        STATE_IDLE:
        begin
            if (~EP_WRITE)
            begin
                EP_READY <= 1'b1;
                counter_rx_from_ok <= 0;
            end
            else
            begin
                EP_READY <= 1'b0;
                counter_rx_from_ok  <= counter_rx_from_ok + 1;
                case (counter_rx_from_ok)
                    0:
                    begin
                       reset_flag          <= EP_DATAOUT[reset_index];
                       write_flag          <= EP_DATAOUT[write_index];
                       write_response_flag <= EP_DATAOUT[write_index];
                       read_flag           <= EP_DATAOUT[read_index];
                       read_address_flag   <= EP_DATAOUT[read_index];
                    end
                    1: m_axi_awaddr        <= EP_DATAOUT[ADDR_WIDTH-1:0];
                    2: m_axi_wdata         <= EP_DATAOUT[DATA_WIDTH-1:0];
                    3: m_axi_araddr        <= EP_DATAOUT[ADDR_WIDTH-1:0];
                endcase
            end
            counter_resetting   <= 0;
            m_axi_aresetn       <= 1'b1;
            m_axi_awvalid       <= 1'b0;
            m_axi_wvalid        <= 1'b0;
            m_axi_arvalid       <= 1'b0;
            m_axi_rready        <= 1'b0;
            m_axi_bready        <= 1'b0;
        end
        STATE_RESET:
        begin
            counter_resetting   <= counter_resetting + 1;
            if (counter_resetting == CLOCK_CYCLES_AXI_RESET)
            begin
                m_axi_aresetn   <= 1'b1;
                reset_flag      <= 1'b0;
            end
            else
                m_axi_aresetn   <= 1'b0;
            counter_rx_from_ok  <= 0;
            m_axi_awvalid       <= 1'b0;
            m_axi_wvalid        <= 1'b0;
            m_axi_arvalid       <= 1'b0;
            m_axi_rready        <= 1'b0;
            m_axi_bready        <= 1'b0;
        end
        STATE_AXI_RXTX:
        begin
            if (m_axi_awvalid & m_axi_awready)
                m_axi_awvalid <= 1'b0;
            else
                m_axi_awvalid <= write_flag;
            if (m_axi_wvalid & m_axi_wready)
            begin
                m_axi_wvalid <= 1'b0;
                write_flag   <= 1'b0;
            end
            else
            begin
                m_axi_wvalid <= write_flag;
            end
            if (m_axi_bvalid & m_axi_bready)
            begin
                m_axi_bready        <= 1'b0;
                write_response_flag <= 1'b0;
            end
            else
                m_axi_bready <= write_response_flag;
            if (m_axi_arvalid & m_axi_arready)
            begin
                m_axi_arvalid       <= 1'b0;
                read_address_flag   <= 1'b0;
            end
            else
                m_axi_arvalid <= read_address_flag;
            if (m_axi_rvalid)
            begin
                if (~m_axi_rready)
                begin
                    m_axi_rready        <= 1'b1;
                    EP_DATAIN_WIREOUT   <= m_axi_rdata;
                    read_flag           <= 1'b0;
                end
                else
                begin 
                    m_axi_rready <= 1'b0;
                end
            end
            else
                m_axi_rready <= 1'b0;
            m_axi_aresetn <= 1'b1;
        end
    endcase
end
endmodule
```
**/design/flow/constraint.sdc**
```tcl
current_design okAXI4LiteInterface

set clk_period 3.5
set clk_io_pct 0.2

create_clock -name clk0 -period $clk_period [get_ports {okClkIn}]

set non_clock_inputs [all_inputs -no_clocks]
set_input_delay [expr $clk_period * $clk_io_pct] -clock clk0 $non_clock_inputs
set_output_delay [expr $clk_period * $clk_io_pct] -clock clk0 [all_outputs]
```
==> impl_metrics.yaml <==
# synthesis and place-and-route metrics
status:
  status: "completed"
clock_tree:
  cts.clk_slew.worst_paths_ps: 90
  ctsResizeCount: 0
  cts_tree: "yes"
  clkLatencyLatePin_ps: 460
  cts_setup_buffers: 0
  hold_buffers: 0
placed_design:
  dpl.hpwl_um: 5730
  numPortBuffers: 171
  dp_slack_ps: 683
  place_area_um2: 5640
  place_congestion: 0.790
finish:
  lay_top_cells: "clkdlybuf4s50_1 (171), edfxtp_1 (111), nor2_1 (12), clkbuf_8 (12), nand2_1 (10)"
  finalInstanceArea_um2: 5850
  syn_to_final_growth_pct: 51.7
  layout_top_cell: "clkdlybuf4s50_1"
  fin_util_pct: 79.7
  drive_above_1_share_pct: 5.85
logic_synthesis:
  synth_top_area_share_pct: 86.5
  synth_cells: 193
  ys_warn_count: 1
  synth.distinct_cells: 31
  ys_chip_area_um2: 3850
  synth-cells-yosys: 193
  syn_avg_cell_area_um2: 20.0
  seq_area_frac_synth_pct: 86.5
  ys_ff: 111
  synth.largest_area_cell: "edfxtp_1"
  topCellsByArea: "edfxtp_1 (87%), ha_1 (2.3%), buf_4 (1.2%)"
  netlist_area_um2: 3850
global_route:
  grt_max_degree: 34
  grt_overflow: 0
  antenna_found_initial: 0
  track_usage_pct: 23.2
  grt_pass1_vias: 2174
  grt_first_pass_wirelength_um: 12400
setup_path:
  crit_path_end_kind: "output pin"
  rr_startpoint: "state[0]"
  r2r.worst_path.cells: 3
  cp_cell_sequence: "clkbuf_8 > clkbuf_8 > clkdlybuf4s50_1"
  crit_type: "clock port to output pin"
  path_delay_family: "buffers and inverters"
  crit_path_top_delay_cell: "clkdlybuf4s50_1"
  reg2reg_slack_ps: 1640
  r2r_end: "m_axi_awaddr[8]"
  arrival_ps: 2370
  cp.required_ps: 2800
  path_buffers: 3
  crit_path_max_incr_delay_ps: 390
  worstPathMaxFanout: 2
  critPathLaunchType: "clock port"
  crit_top_cell: "clkbuf_8"
detailed_routing:
  drcViolationCount: 0
  final_antenna_net_count: 0
  via_per_inst: 4.75
  drt_first_pass_iters: 4
  n_antenna_cell: 0
  drt-total-wl_um: 8110
  drt_iter0_drc: 65
  wl_per_cell_um: 17.1
  dr_total_vias: 2255
timing:
  grt_setup_unrepaired: "false"
  setup_ws_ps: 433
  hold_violations: 0
  tns_ps: 0
  slew_headroom_pct: 59.7
  setup_viol: 0
  finalClockSkew_ps: 10.3
  slew_violations: 0
  tightest_slew_ps: 605
power_and_ir_drop:
  power_density_nw_per_um2: 573
  peakVddDrop_mv: 0.535
  p_leak_nw: 2.04
floorplan:
  rows: 31
  core-area_um2: 7330
  die_h_um: 89.8
  die_area_um2: 8060
  fp.dieW_um: 89.8
  io_pins: 176
  floorplan.core_util_pct: 52.6
job:
  warnings: 35
  drv_cap: 0
worst_hold_path:
  worstHoldStart: "read_address_flag"
  hold_end: "m_axi_arvalid"
  min_path_cells: 1
  hold_path_class: "register to register"
cells by family after synthesis:
group	synth area share [%]
compound gates	1.30
fa+ha+maj	2.27
mux	0.260
xor+xnor	0.682
buf+inv	2.27
simple gates	6.69
flops	86.5
per-layer routing:
metal,global-route usage (%),routed length (um),vias up
met5,0,0,-
met4,4.64,168,0
met3,11.9,942,16
met2,32.1,3870,103
met1,39.6,3140,1064
li1,-,-,1072
worst max path at each step:
stage | from | endpoint | slack, ps | cells past startpoint
4_1_cts | okClkIn | m_axi_aclk | 430 | 3
5_1_grt | okClkIn | m_axi_aclk | 420 | 3
6_report | okClkIn | m_axi_aclk | 430 | 3
synth_stat cells (all sizes together):
library cell and instances:
a21oi 2, a311oi 1, a31oi 1, and2 6
and3 5, and3b 1, buf 8, edfxtp 111
ha 7, inv 7, mux2i 1, nand2 10
nand2b 4, nand3 2, nor2 13, nor2b 2
nor3 1, nor4b 1, nor4bb 1, o21ai 3
o22ai 1, or2 1, or3 1, xnor2 1
xor2 2
per-stage QoR:
| step | cells | hold WS [ps] | power [W] |
|---|---|---|---|
| floorplan | 193 | 523 | 0.00222 |
| global placement | 457 | 565 | 0.00263 |
| detailed placement | 457 | 580 | 0.00265 |
| CTS | 475 | 594 | 0.00338 |
| global route | 475 | 604 | 0.00354 |
| finish | 475 | 586 | 0.00335 |
where the power goes:
group | leakage [nW] | total, W | internal (W) | switching, W
Combinational | 0.904 | 0.000681 | 0.000409 | 0.000273
Clock | 0.0979 | 0.000756 | 0.000347 | 0.000409
Sequential | 1.03 | 0.00191 | 0.00177 | 0.000140
Total | 2.04 | 0.00335 | 0.00253 | 0.000822
worst reg2reg max path, stage by stage, from the launching register on:
cell and delay (ps):
edfxtp_1 570, nor2_2 230, and3_1 190, and2_1 520
area by class of cell:
class	count	area, um^2
inverter	7	26.3
timing repair buffer	172	1720
fill	401	1490
sequential	111	3330
clock buffer	14	179
tap	99	124
multi-input combinational	67	432
clock inverter	5	35.0
flip-flops by register name, indices dropped and copies added (netlist names):
name and cells:
EP_DATAIN_WIREOUT 32, EP_READY 1, counter_resetting 6, counter_rx_from_ok 3, m_axi_araddr 12, m_axi_aresetn 1
m_axi_arvalid 1, m_axi_awaddr 12, m_axi_awvalid 1, m_axi_bready 1, m_axi_rready 1, m_axi_wdata 32
m_axi_wvalid 1, read_address_flag 1, read_flag 1, reset_flag 1, state 2, write_flag 1
write_response_flag 1
Power is estimated from default activity; no workload was simulated.
